==> /design/flow/config.mk <==
export PLATFORM = sky130hd
export DESIGN_NAME = MR
export DESIGN_NICKNAME = MR
export VERILOG_FILES = /design/flow/design.v
export SDC_FILE = /design/flow/constraint.sdc
export NUM_CORES = 4
export LEC_CHECK = 1
export CORE_AREA = 10 10 84 84
export DIE_AREA = 0 0 94 94
==> /design/flow/constraint.sdc <==
current_design MR

set clk_period 1.8
set clk_io_pct 0.2

create_clock -name clk0 -period $clk_period [get_ports {clk}]

set non_clock_inputs [all_inputs -no_clocks]
set_input_delay [expr $clk_period * $clk_io_pct] -clock clk0 $non_clock_inputs
set_output_delay [expr $clk_period * $clk_io_pct] -clock clk0 [all_outputs]
==> /design/flow/design.v <==
module MR(
input logic clk,
input logic rst,
input logic writeb,
input logic [7:0]endereco,
input logic [7:0]datain,
output logic [7:0]dataout
);
logic [7:0]rega;
logic [7:0]regb;
always_ff @ (posedge clk or negedge rst) begin
	if(rst == 0)
		begin
			rega <= 0;
			regb <= 0;
		end
	else
		begin
			if(writeb)
				begin
					case(endereco)
						120: rega <= datain;
						121: regb <= datain;
					endcase
				end
			else
				begin
					rega <= rega;
					regb <= regb;
				end
		end
end
always_comb begin
	case(endereco)
		120: dataout <= rega;
		121: dataout <= regb;
		default: dataout <= 0;
	endcase
end
endmodule
==> /design/flow/run.sh <==
#!/bin/bash
# OpenROAD 26Q1-2900-gdf79404cd8, Yosys 0.63+post, stock flow scripts
make -C /OpenROAD-flow-scripts/flow DESIGN_CONFIG=/design/flow/config.mk WORK_HOME=/design/flow/orfs finish
==> flow_summary.json <==
{
  "timing.max_cap.violations": 0,
  "antenna_found_initial": 0,
  "grt-busiest-layer": "met2",
  "fp_util_pct": 15.2,
  "drt-total-wl_um": 2210,
  "top_area_share_pct": 50.6,
  "synthCells": 55,
  "syn2layout_area_growth_pct": 86.6,
  "grt_setup_unrepaired": "no",
  "gp_congestion": 0.661,
  "finalSetupViolations": 0,
  "clkTransAtPathRegs_ps": 60,
  "relSlewSlack_pct": 50.4,
  "cts_max_path_buffers": 2,
  "die_w_um": 94,
  "drive_gt1_share_pct": 54.6,
  "max_slew.worst_pin.slew_ps": 741,
  "rows": 26,
  "root_buffer": "clkbuf_8",
  "largest_area_cell": "dfrtp_1",
  "drv_slew": 0,
  "final_hold_viol_count": 0,
  "met1_usage_pct": 7.11,
  "core-area_sq_um": 5200,
  "vias_per_cell": 3.55,
  "synth_warnings": 1,
  "fmaxAchievable_mhz": 578,
  "num_io_pins": 27,
  "dieArea_sq_um": 8840,
  "ys_area_sq_um": 791,
  "power.density_nw_per_um2": 554,
  "warning_count": 25,
  "ctsHoldBuffers": 0,
  "hp-class": "flip-flop to flip-flop",
  "synth_stat.cells": 55,
  "ir_worst_vdd_mv": 0.369,
  "drc": 0,
  "grt_max_degree": 17,
  "cts_buffers": 3,
  "syn_area_sq_um": 791,
  "port_buffers": 26,
  "grt-ovfl-total": 0,
  "cts-htree-levels": 1,
  "power_frac_clock_pct": 37.0,
  "cts_tree": "done",
  "yosys-top-cells-area": "dfrtp_1, mux2_4, mux2_2",
  "critPathLaunchType": "input port",
  "whs_ps": 508,
  "crit_required_ps": 1440,
  "status": "finished, final reports clean",
  "grt_usage_pct": 5.10,
  "diodes": 0,
  "internal-power_uw": 653,
  "grt_pass1_vias": 687,
  "use_met3_pct": 2.18,
  "dieHeight_um": 94,
  "fin_crit_ps": 1730,
  "post_synth_num_cell_types": 11,
  "skew_ps": 0,
  "switching_share_pct": 20.1,
  "criticalPathCategory": "input port to primary output",
  "ant_nets": 0,
  "utilization_pct": 28.3,
  "drt-initial-drc-count": 8,
  "endpoint_kind": "primary output",
  "ys_ff": 16,
  "combPwrFrac_pct": 15.2,
  "grt_pass1_wl_um": 3570,
  "power.leakage_uw": 0.000647,
  "power_frac_seq_pct": 47.8,
  "p_sw_uw": 164,
  "path_max_fanout": 6,
  "vias": 593,
  "period_used_pct": 96.1,
  "avgSynthCellArea_sq_um": 14.4,
  "clock_latency_ps": 240,
  "wire_per_inst_um": 13.2,
  "ys_seq_share_pct": 50.6,
  "arrival_ps": 1370,
  "use_met2_pct": 7.66,
  "cts.sinks": 16,
  "first_pass_iters": 4
}
## cell families after synthesis
family	Yosys count	synth area share (%)
mux	24	36.7
flops	16	50.6
simple gates	13	9.81
buf+inv	2	2.85
## per-stage QoR
stage	instance area [sq um]	std cells	total power [uW]	setup WS (ps)	setup TNS, ps
after floorplan	791	55	427	373	0
after global placement	1170	153	485	-515	-6010
after detailed placement	1170	153	488	-537	-6730
after CTS	1450	167	823	7.62	0
after global routing	1480	167	853	15.7	0
final	1480	167	817	70.1	0
## sequential cells by signal (all words and copies together), names as in the netlist
register / count
regb: 8
rega: 8
## final cells by class
| class | count | area (sq um) |
|---|---|---|
| repair buffers | 40 | 435 |
| flip-flops and latches | 16 | 400 |
| multi-input cells | 37 | 497 |
| well taps | 70 | 87.6 |
| fillers | 522 | 3730 |
| clock buffers | 4 | 55.1 |
## metal layers
metal  vias up  part of all wire, %
li1        281                    -
met1       290                   45
met2        22                   47
met3         0                  8.1
met4         0                    0
met5         -                    0
## cells in the mapped netlist
cell,number
and3b_1,1
and4b_1,1
and4bb_2,1
buf_6,2
dfrtp_1,16
mux2_2,8
mux2_4,8
mux2i_1,8
nand2_1,1
nand4_2,1
nor2_1,8
## power groups by stage
stage,Combinational [uW],Sequential [uW],Clock [uW]
final,124,391,302
after global routing,132,392,328
after CTS,120,389,314
## critical path: stages
cell and delay [ps]:
clkdlybuf4s15_1 150, and4bb_4 370, nand2_8 90, buf_6 140, nor2_4 60, dlygate4sd2_1 200
## worst paths after layout
check                             end        start  slack [ps]  cells after the start
max                        dataout[2]  endereco[7]          70                      6
min                           rega[4]      rega[4]         510                      1
max reg2reg                   regb[2]      regb[2]        1000                      1
min reg2reg                   rega[4]      rega[4]         510                      1
max in group asynchronous     rega[7]          rst         780                      1
min in group asynchronous     regb[2]          rst         560                      1
## cells in the final DEF, fill, tap and decap left out
cell,n
dfrtp_1,16
clkdlybuf4s50_1,10
mux2_2,8
mux2_4,8
dlygate4sd2_1,8
clkdlybuf4s15_1,7
nor2_4,6
buf_6,6
mux2i_4,4
clkbuf_8,4
buf_4,4
buf_12,3
mux2i_1,2
nor2_2,2
mux2i_2,2
and4bb_4,1
and3b_2,1
nand2_8,1
nand4_2,1
and4b_1,1
bufbuf_16,1
buf_2,1
## what timing repair did
item,CTS,global route
setup endpoints to repair,8,3
pin swaps,11,0
gates cloned,1,0
resized,56,4
buffers inserted,9,0
Power figures rest on the tool's default switching activity, not on a simulated workload.
