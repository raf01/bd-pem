### flow/constraint.sdc
current_design GeradorSenoide

set clk_period 4.0
set clk_io_pct 0.2

create_clock -name clk0 -period $clk_period [get_ports {CLOCK_50}]

set non_clock_inputs [all_inputs -no_clocks]
set_input_delay [expr $clk_period * $clk_io_pct] -clock clk0 $non_clock_inputs
set_output_delay [expr $clk_period * $clk_io_pct] -clock clk0 [all_outputs]
### flow/config.mk
export PLATFORM = sky130hd
export DESIGN_NAME = GeradorSenoide
export DESIGN_NICKNAME = GeradorSenoide
export VERILOG_FILES = /design/flow/design.v
export SDC_FILE = /design/flow/constraint.sdc
export NUM_CORES = 4
export LEC_CHECK = 1
export CORE_AREA = 10 10 78 78
export DIE_AREA = 0 0 88 88
### flow/run.sh
#!/bin/bash
# OpenROAD 26Q1-2900-gdf79404cd8, Yosys 0.63+post, stock flow scripts
make -C /OpenROAD-flow-scripts/flow DESIGN_CONFIG=/design/flow/config.mk WORK_HOME=/design/flow/orfs finish
### flow/design.v
module Contador(
	input logic clock,
	input logic reset, 
  output logic [4:0]saida
);
logic [4:0]contador;
  always_ff @(posedge clock or negedge reset)
begin
  if(reset == 0)
		contador = 0;
	else
		contador = contador + 1;
end
  assign saida = contador;
endmodule
module GeradorSenoide(
	input logic CLOCK_50,
	input logic resetTop,
	output logic [7:0]saidaTop2,
	input logic dado
);
logic [4:0]saidaTop;
  Contador contador(.clock(CLOCK_50), .reset(resetTop), .saida(saidaTop));
  Senoide senoide(.entradaT(saidaTop),.dado(dado) ,.saidaT(saidaTop2));
endmodule
module Senoide(
	input logic [4:0]entradaT,
	input logic dado,
   output logic [7:0]saidaT
);
logic [5:0] entrada;
always_comb entrada = {dado,entradaT};
always_comb
begin
	case(entrada)
		0: saidaT = 128;
		1: saidaT = 153;
		2: saidaT = 177;
		3: saidaT = 199;
		4: saidaT = 218;
		5: saidaT = 234;
		6: saidaT = 246;
		7: saidaT = 253;
		8: saidaT = 255;
		9: saidaT = 253;
		10: saidaT = 246;
		11: saidaT = 234;
		12: saidaT = 218;
		13: saidaT = 199;
		14: saidaT = 177;
		15: saidaT = 153;
		16: saidaT = 128;
		17: saidaT = 103;
		18: saidaT = 79;
		19: saidaT = 57;
		20: saidaT = 38;
		21: saidaT = 22;
		22: saidaT = 10;
		23: saidaT = 3;
		24: saidaT = 1;
		25: saidaT = 3;
		26: saidaT = 10;
		27: saidaT = 22;
		28: saidaT = 38;
		29: saidaT = 57;
		30: saidaT = 79;
		31: saidaT = 103;
		32: saidaT = 128;
		33: saidaT = 165;
		34: saidaT = 199;
		35: saidaT = 227;
		36: saidaT = 246;
		37: saidaT = 255;
		38: saidaT = 253;
		39: saidaT = 240;
		40: saidaT = 218;
		41: saidaT = 188;
		42: saidaT = 153;
		43: saidaT = 116;
		44: saidaT = 79;
		45: saidaT = 47;
		46: saidaT = 22;
		47: saidaT = 6;
		48: saidaT = 0;
		49: saidaT = 6;
		50: saidaT = 22;
		51: saidaT = 47;
		52: saidaT = 79;
		53: saidaT = 116;
		54: saidaT = 153;
		55: saidaT = 188;
		56: saidaT = 218;
		57: saidaT = 240;
		58: saidaT = 253;
		59: saidaT = 255;
		60: saidaT = 246;
		61: saidaT = 227;
		62: saidaT = 199;
		63: saidaT = 165;
	endcase
end
endmodule
==> datasheet_impl.txt <==
Summary of implementation characteristics

Parameter                              Value

Detailed routing
  First-iteration detailed-routing DRC count .................. 114
  Antenna cells .................. 0
  Final antenna-violating net count .................. 0
  DR vias .................. 1099
  Total iterations of the first detailed-routing run .................. 4
  Wire per inst .................. 15.2 um
  Residual DRC .................. 0
  Total detailed-routing wirelength .................. 3.05 mm
  Number of vias per cell after detailed routing .................. 5.47

STA
  Max Clock Freq .................. 279 MHz
  Final hold violations .................. 0
  Setup TNS Final .................. 0 ns
  Final Max Slew Viols .................. 0
  Pin slew with the least headroom to its limit .................. 0.689 ns
  Crit path setup slack, layout .................. 0.410 ns
  Max_slew headroom .................. 54.0%
  Final setup fails .................. 0
  Setup clock skew after layout .................. 0.00171 ns
  Post-route clock period utilization .................. 89.7%
  Final worst path period need .................. 3.59 ns
  Setup repair after global routing missed its margin .................. no

Setup path
  CP startpoint kind .................. flip-flop
  Crit. End Element .................. output port
  Cell Chain, Critical Path .................. inv_1 -> ha_1 -> mux4_2 -> a22o_1 -> a21oi_1 -> clkdlybuf4s50_1
  Signal arrival time at the worst endpoint .................. 2.79 ns
  Category of the critical setup timing path .................. reg -> out
  WP data required .................. 3.20 ns
  Stage delay of the slowest cell on the critical path .................. 0.52 ns
  Biggest fanout along the worst timing path .................. 15
  Cell with the biggest individual delay on the critical path .................. sky130_fd_sc_hd__dfrtp_2

Power
  Leakage power total .................. 0.478 nW
  P per Cell Area .................. 121 nW/um2
  Worst ir drop on vdd .................. 92.4 uV

Finish
  Area growth, synth to finish .................. 14.4%
  Fraction of final layout cells sized beyond drive strength 1 .................. 12.1%
  Flip-flop count of the largest register after layout .................. 5
  Number of fill cells .................. 466

Yosys
  Most frequent cells after synthesis .................. sky130_fd_sc_hd__ha_1 (13), sky130_fd_sc_hd__a21oi_1 (10), sky130_fd_sc_hd__nand2_1 (10), sky130_fd_sc_hd__nor2_1 (9)
  Biggest area consumer among synthesized cells .................. sky130_fd_sc_hd__ha_1
  Share of synthesized registers carrying an async set or reset .................. 100%
  Unique masters post-synth .................. 47
  Post-synthesis instance area .................. 1150 um2
  Gate count of the mapped netlist .................. 143
  Number of standard cells reported by yosys .................. 143
  Count leader, synth .................. sky130_fd_sc_hd__ha_1
  Average cell area after synthesis .................. 8.06 um2
  Largest type area fraction .................. 14.1%
  Count of flip-flops with a built-in enable after synthesis .................. 0
  Tally of yosys warning messages .................. 2
  Cell types occupying the most area after synthesis .................. sky130_fd_sc_hd__ha_1 (14%), sky130_fd_sc_hd__dfrtp_1 (11%), sky130_fd_sc_hd__a21oi_1 (4.3%)
  Sequential cell area fraction in the yosys report .................. 10.9%
  Yosys chip area .................. 1150 um2
  Flops after synth .................. 5
  Flip-flop cell with the highest count after synthesis .................. sky130_fd_sc_hd__dfrtp_1

CTS
  CTS tree .................. yes
  Buffer type at the clock tree root .................. sky130_fd_sc_hd__clkbuf_8
  Number of sinks handled by clock tree synthesis .................. 5
  Num CTS Buffers .................. 3
  Number of buffers between clock root and the deepest sink .................. 2
  Maximum level of the CTS H-tree .................. 1
  CTS-repair resized insts .................. 0
  Clk latency late pin .................. 0.22 ns
  Clock transition time at the flip-flop clock pins of the worst setup and hold paths .................. 0.04 ns
  Hold bufs inserted after CTS .................. 0
  Buffers inserted by post-CTS timing repair .................. 0

Placement
  Dpl hpwl .................. 2.14 mm
  Tally of buffers added on design ports .................. 10
  Gpl congestion .................. 0.848
  Pre-CTS setup slack .................. 0.418 ns

Die
  Standard cell core area .................. 4410 um2
  DIE HEIGHT .................. 88 um
  Horiz. Die Dim .................. 88 um
  Pre-Place Util .................. 26.1%
  Top Ports .................. 11
  Total die area .................. 7740 um2
  # rows .................. 24

Run status
  Outcome .................. finished, final reports clean

Global routing
  Initial antenna violation count .................. 0
  Tot GR Track Use .................. 8.34%
  First-pass GRT wire length .................. 5.42 mm
  Grt ovf .................. 0
  Vias in the first global route .................. 1109
  Pin count of the biggest net entering global routing .................. 28

Worst hold path
  Hold Crit Class .................. reg -> reg

Flow run
  Number of warnings the tools reported .................. 35
  Max-capacitance violation count .................. 0
-- worst max-delay path, delay by kind of cell, from the launching register on --
| kind | cells | cell delay, ns |
|---|---|---|
| compound gates | 2 | 0.37 |
| mux | 1 | 0.51 |
| buf+inv | 2 | 0.69 |
| flops | 1 | 0.52 |
| fa+ha+maj | 1 | 0.48 |
-- logic make-up (layout without fill, tap and decap cells) --
logic type	Yosys count	in the layout	synth area share, %
AOI/OAI and AO/OA	49	49	31.9
xor gates and xnor gates	3	3	2.28
adders and majority gates	13	13	14.1
buffers and inverters	22	28	10.4
DFF	5	5	10.9
muxes	8	8	10.6
and+or+nand+nor	43	43	19.8
-- final timing paths --
| kind | from | to | slack (ns) | cells after the start |
|---|---|---|---|---|
| worst max-delay path | contador.contador[0] | saidaTop2[1] | 0.41 | 6 |
| worst min-delay path | contador.contador[0] | contador.contador[3] | 0.72 | 2 |
| worst max register to register | contador.contador[3] | contador.contador[4] | 2.53 | 3 |
| worst min register to register | contador.contador[0] | contador.contador[3] | 0.72 | 2 |
| max in group asynchronous | resetTop | contador.contador[0] | 3.00 | 1 |
| min in group asynchronous | resetTop | contador.contador[2] | 0.80 | 1 |
-- stage by stage --
| step | utilization, % | hold WS, ns | cell area (um2) | std cells | total power [mW] |
|---|---|---|---|---|---|
| after floorplan | - | 0.504 | 1150 | 143 | 0.0579 |
| after global placement | 28.8 | 0.751 | 1270 | 197 | 0.0692 |
| after detailed placement | 28.8 | 0.746 | 1270 | 197 | 0.0693 |
| after CTS | 29.8 | 0.750 | 1320 | 201 | 0.163 |
| after global routing | 29.9 | 0.752 | 1320 | 201 | 0.170 |
| final | 29.9 | 0.715 | 1320 | 201 | 0.160 |
-- cell type report --
type,count,area [um2],share of cell area (%)
flip-flops and latches,5,126,9.58
clock buffers,4,45.0,3.42
multi-input cells,116,907,68.8
repair buffers,16,145,11.0
inverters,8,30.0,2.28
well taps,52,65.1,4.93
-- cells in the final DEF, fill, tap and decap left out, types with 3 or more instances in the layout --
cell type	count
sky130_fd_sc_hd__and2_1	3
sky130_fd_sc_hd__o21ai_0	5
sky130_fd_sc_hd__buf_4	6
sky130_fd_sc_hd__o211ai_1	4
sky130_fd_sc_hd__nand2b_1	7
sky130_fd_sc_hd__nor2b_1	3
sky130_fd_sc_hd__inv_1	7
sky130_fd_sc_hd__mux2i_1	4
sky130_fd_sc_hd__xnor2_1	3
sky130_fd_sc_hd__a21oi_1	10
sky130_fd_sc_hd__nor2_1	9
sky130_fd_sc_hd__ha_1	13
sky130_fd_sc_hd__clkbuf_8	3
sky130_fd_sc_hd__nand2_1	10
sky130_fd_sc_hd__o2111ai_1	3
sky130_fd_sc_hd__clkdlybuf4s50_1	10
sky130_fd_sc_hd__o221ai_1	3
sky130_fd_sc_hd__a211oi_1	4
sky130_fd_sc_hd__dfrtp_1	4
-- metal layers --
layer / part of all wire, % / routed length (um) / GRT usage, %
met1: 45 / 1380 / 12.2
met2: 47 / 1430 / 12.8
met3: 6.5 / 199 / 1.03
met4: 1.1 / 34 / 1.59
met5: 0 / 0 / 0
-- where the power goes --
group          internal (mW)  leakage [nW]  switching, mW  total [mW]
registers             0.0509        0.0636              0      0.0509
logic                 0.0102         0.392        0.00689      0.0171
clock network         0.0683        0.0228         0.0235      0.0918
Power figures rest on the tool's default switching activity, not on a simulated workload.
